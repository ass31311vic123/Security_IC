`/design/flow/config.mk`:
```
export PLATFORM = sky130hd
export DESIGN_NAME = alu
export DESIGN_NICKNAME = alu
export VERILOG_FILES = /design/flow/design.v
export SDC_FILE = /design/flow/constraint.sdc
export NUM_CORES = 4
export LEC_CHECK = 1
export CORE_AREA = 10 10 103 103
export DIE_AREA = 0 0 113 113
```
`/design/flow/constraint.sdc`:
```
current_design alu

set clk_period 4.4
set clk_io_pct 0.2

create_clock -name clk0 -period $clk_period

set non_clock_inputs [all_inputs -no_clocks]
set_input_delay [expr $clk_period * $clk_io_pct] -clock clk0 $non_clock_inputs
set_output_delay [expr $clk_period * $clk_io_pct] -clock clk0 [all_outputs]
```
`/design/flow/design.v`:
```
module alu(
   input    [3:0]    op_in,
   input    [7:0]    a_in,
   input    [7:0]    b_in,
   output   [7:0]    result_out,
   output            ovflow_out
);
   reg [7:0]result_temp;
   reg ovflow;
   assign result_out = result_temp;
   assign ovflow_out = ovflow;
   always@* begin
      case(op_in)
         4'b0000: begin  
            result_temp = a_in << 1; 
            ovflow = 1'b0;
         end
         4'b0001: begin  
            result_temp = a_in >> 1; 
            ovflow = 1'b0;
         end
         4'b0010: begin  
            result_temp = a_in <<< 1; 
            ovflow = 1'b0;
         end
         4'b0011: begin  
            result_temp = {a_in[7], a_in[7:1]}; 
            ovflow = 1'b0;
         end
         4'b0100: begin  
            result_temp = {a_in[6:0], a_in[7]}; 
            ovflow = 1'b0;
         end
         4'b0101: begin  
            result_temp = {a_in[0], a_in[7:1]}; 
            ovflow = 1'b0;
         end
         4'b0110: begin  
            result_temp = a_in & b_in; 
            ovflow = 1'b0;
         end
         4'b0111: begin  
            result_temp = a_in | b_in; 
            ovflow = 1'b0;
         end
         4'b1000: begin  
            result_temp = a_in ^ b_in; 
            ovflow = 1'b0;
         end
         4'b1001: begin  
            result_temp = ~(a_in & b_in); 
            ovflow = 1'b0;
         end
         4'b1010: begin  
            result_temp = ~(a_in | b_in); 
            ovflow = 1'b0;
         end
         4'b1011: begin  
            result_temp = a_in ~^ b_in; 
            ovflow = 1'b0;
         end
         4'b1100: begin  
            result_temp = a_in + 8'd1; 
            ovflow = (a_in == 8'b0111_1111)? 1'b1 : 1'b0;
         end
         4'b1101: begin  
            result_temp = a_in - 8'd1; 
            ovflow = (a_in == 8'b1000_0000)? 1'b1 : 1'b0;
         end
         4'b1110: begin  
            result_temp = a_in + b_in; 
            ovflow =  ((a_in[7] ^ b_in[7]) == 1'b1)? 1'b0 : 1'b1;
         end
         4'b1111: begin  
            result_temp = a_in - b_in; 
            if ( (a_in[7] == 1'b0) && (b_in[7] == 1'b1) && (result_temp[7] == 1'b1))
               ovflow = 1'b1;
            else if ( (a_in[7] == 1'b1) && (b_in[7] == 1'b0) && (result_temp[7] == 1'b0))
               ovflow = 1'b1;
            else
               ovflow = 1'b0;
         end
      endcase
   end
endmodule
```
`/design/flow/run.sh`:
```
#!/bin/bash
# OpenROAD 26Q1-2900-gdf79404cd8, Yosys 0.63+post, stock flow scripts
make -C /OpenROAD-flow-scripts/flow DESIGN_CONFIG=/design/flow/config.mk WORK_HOME=/design/flow/orfs finish
```
==> CHANGELOG.md <==
### Physical design

- Outcome: completed
- Met2 GRT Util: 0.159
- Worst path slowest cell: clkdlybuf4s50_1
- Via count: approximately 2.3k
- RSZ-0062 raised after global routing: true
- Worst-Margin Slew: 0.459 ns
- Tool warnings: around 50
- Synth Seq Share: 0
- Power Density: around 110 nW/µm²
- Yosys chip area: roughly 1900 µm²
- HP Class: primary input to output port
- Worst setup EP type: output port
- M3 GR Usage: 0.0112
- Die ar.: about 13000 µm²
- Sequential cell area: 0 µm²
- Grt met1 use: 0.143
- Worst EP required: roughly 3.5 ns
- Core footprint: approximately 8300 µm²
- Area delta synth->final: 43.8%
- Area post-placement: about 2600 µm²
- Int Power: 0.000143 W
- Final Hold Vio Count: 0
- Ports: 29
- Crit-path max cell delay: between 0.4 and 0.5 ns
- Vias per cell: around 5
- Design area: around 2700 µm²
- Chip height: approximately 110 µm
- Crit path DAT: 3.45 ns
- VDD IR max: around 0.035 mV
- Pin count of the biggest net entering global routing: approximately 40
- Antenna Nets Post-Route: 0
- First-pass GRT wire length: roughly 11 mm
- Gr usage total: 0.0991
- Combinational Power Share: 1.000
- Slew Limit Fails: 0
- Slew Limit Headroom: 0.694
- Ant. Diodes: 0
- Worst path cell trace: clkdlybuf4s50_1 -> nor2b_2 -> buf_4 -> a21oi_2 -> nor2_2 -> fa_2 -> a21o_1 -> a21oi_4 -> xor2_1 -> o211ai_1 -> o21bai_2 -> clkdlybuf4s50_1
- Leak: about 1.3 nW
- CTS Hold Bufs: 0
- Worst Hold Slack: 2.67 ns
- Initial antenna violation count: 0
- Flip-flops: 0
- Final period util: 0.984
- Fp util: 0.227
- Sw frac: 0.505
- Critical path class: primary input to output port
- Top cells excl fill/tap: buf_4 (50), nand2_1 (30), inv_1 (28), ha_1 (28), nor2_1 (25)
- Clk pwr share: 0
- First drt pass iteration count: 5
- # clk buffers: 0
- Max cap viols: 0
- Syn Area/Cell: about 6.6 µm²
- # setup viols final: 0
- Wire per inst: around 15 µm
- Distinct lib cells used: 51
- Most frequent logic cell in the layout: buf_4
- PortBufs: 29
- Grt total ovfl: 0
- F_max: between 0.2 and 0.25 GHz
- Synth warn: 1
- Vias in the first global route: 2108
- Post-DP HPWL: 5.15 mm
- DRT iter0 DRCs: roughly 190
- Mapped Cells: 287
- Post-Synthesis Cell Area: ~1900 µm²
- Most used cell, CP: clkdlybuf4s50_1
- Yosys cell count: between 200 and 300
- Min Tclk post-route: approximately 4.3 ns
- Layout cell share with drive strength beyond 1: 0.238
- Grt peak-use layer: met2
- Die width: 113 µm
- DR DRC count: 0
- Net Switching: 0.000146 W
- Drt total wl: ~6.6 mm
- Row count: 33
- Worst-path fanout max: 3
- Gpl congestion: 0.941
- Startpoint type of the worst setup path: primary input
- Reg power frac: 0
[cells in the mapped netlist, drive strengths merged, types with 7 or more instances]
cell | instances | area [µm²]
a21oi | 23 | 115
clkbuf | 7 | 26.3
o21ai | 19 | 95.1
inv | 32 | 120
nand2 | 30 | 113
ha | 32 | 400
mux2i | 14 | 140
nor2 | 27 | 104
buf | 10 | 55.1
nor2b | 7 | 43.8
nand3 | 9 | 45.0
[power groups by stage]
| stage | combinational, W | clock (W) | sequential [W] |
|---|---|---|---|
| after CTS | 0.000280 | 0 | 0 |
| after global routing | 0.000321 | 0 | 0 |
| final | 0.000289 | 0 | 0 |
[final timing paths]
path                        end  slack [ns]  cells after the start  startpoint
setup / recovery  result_out[4]        0.07                     12    op_in[1]
hold / removal    result_out[5]        2.67                      6     a_in[4]
[timing repair]
item / CTS / global route
cloned: 0 / 0
pin swaps: 9 / 7
endpoints found under the setup margin: 6 / 6
gates resized: 33 / 15
setup buffers: 2 / 0
[critical path: cells and delay by family]
kind	cells	cell delay (ns)
AND-OR/OR-AND	5	0.80
XOR/XNOR	1	0.22
adder cells (fa/ha/maj)	1	0.37
buffers and inverters	3	0.96
AND/OR/NAND/NOR	2	0.23
[cell type report]
| type | count | area (µm²) |
|---|---|---|
| inverters | 32 | 120 |
| repair buffers | 79 | 651 |
| fillers | 866 | 5590 |
| well taps | 105 | 131 |
| multi-input cells | 238 | 1810 |
[per-layer routing]
metal	share of wire	wire (µm)	vias to the layer above
li1	-	-	1147
met1	0.48	3130	1033
met2	0.46	3010	85
met3	0.059	389	6
met4	0.0096	63	0
met5	0	0	-
[through the flow]
step / setup slack, ns / std cells / setup TNS (ns) / util / total power (W)
floorplan: 0.450 / 287 / 0 / - / 0.000146
global placement: -0.441 / 452 / -1.25 / 0.311 / 0.000272
detailed placement: -0.434 / 452 / -1.15 / 0.311 / 0.000272
CTS: 0.00127 / 454 / 0 / 0.321 / 0.000280
global route: -0.0388 / 454 / -0.0570 / 0.327 / 0.000321
finish: 0.0698 / 454 / 0 / 0.327 / 0.000289
[kinds of logic after synthesis]
kind of cell	Yosys count	synth area share
buffers and inverters	49	0.107
AND-OR/OR-AND	87	0.305
multiplexers	16	0.0883
XOR/XNOR	8	0.0372
AND/OR/NAND/NOR	93	0.228
adder cells (fa/ha/maj)	34	0.234
Power figures rest on the tool's default switching activity, not on a simulated workload.
