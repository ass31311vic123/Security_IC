==> ./design.v <==
module mult2#(
   parameter WIDTH = 8
   )(
   input                    start_p,
   input      [WIDTH  -1:0] a    , 
   input      [WIDTH  -1:0] b    , 
   output reg               busy , 
   output reg [WIDTH*2-1:0] o    , 
   input                    clk  ,
   input                    rst_n
   );
   wire [WIDTH*2-1:0]no; 
   always@(posedge clk or negedge rst_n)begin
      if(!rst_n)        busy <= 1'b0;
      else if(start_p)  busy <= 1'b1;
      else if(busy)     busy <= 1'b0;
   end 
   assign no = {8'b0,a}*{8'b0,b};
   always@(posedge clk or negedge rst_n)begin
      if(!rst_n)     o <= {WIDTH*2{1'b0}};
      else if(busy)  o <= no;
   end 
endmodule  
==> ./run.sh <==
#!/bin/bash
# OpenROAD 26Q1-2900-gdf79404cd8, Yosys 0.63+post, stock flow scripts
make -C /OpenROAD-flow-scripts/flow DESIGN_CONFIG=/design/flow/config.mk WORK_HOME=/design/flow/orfs finish
==> ./config.mk <==
export PLATFORM = sky130hd
export DESIGN_NAME = mult2
export DESIGN_NICKNAME = mult2
export VERILOG_FILES = /design/flow/design.v
export SDC_FILE = /design/flow/constraint.sdc
export NUM_CORES = 4
export LEC_CHECK = 1
export CORE_UTILIZATION = 40
==> ./constraint.sdc <==
current_design mult2

set clk_period 2.7
set clk_io_pct 0.2

create_clock -name clk0 -period $clk_period [get_ports {clk}]

set non_clock_inputs [all_inputs -no_clocks]
set_input_delay [expr $clk_period * $clk_io_pct] -clock clk0 $non_clock_inputs
set_output_delay [expr $clk_period * $clk_io_pct] -clock clk0 [all_outputs]
==> datasheet_impl.txt <==
Table: implementation figures

Parameter                              Value

Status
  Status    complete, but fails checks
  Failing checks    setup timing

Floorplan
  Starting utilization of the core area    0.421
  Placeable core area    6460 um2
  IO Count    36
  Total die size    7120 um2
  Die Height    84.4 um
  Site Rows    29
  Width of the die    84.4 um

Final timing
  Number of pins with negative max-slew slack in the final report    0
  Final period util    1.46
  Count of final setup violators    12
  Max-slew headroom    0.487
  Worst-margin pin slew    0.767 ns
  Post-route clock skew    0.00449 ns
  Post-layout min period    3.95 ns
  Final critical-path setup slack    -1.25 ns
  Total negative slack    -12.09 ns
  Number of hold-slack violations in the final timing report    0
  Timing-limited maximum frequency    253 MHz
  Unrepaired setup endpoints after global routing    yes

Critical path
  Data arrival time at the worst-slack endpoint    4.09 ns
  Setup slack, reg-to-reg    1.32 ns
  Required time worst endpoint    2.84 ns
  Critical path capture point type    flip-flop
  Number of buffers and inverters on the critical path    5
  Standard cell with the maximum stage delay on the critical path    sky130_fd_sc_hd__fa_1
  Startpoint Class    input port
  Top cell by count, worst path    sky130_fd_sc_hd__fa_1
  Kind of critical path    input port to flip-flop
  Maximum fanout along the worst path    4
  Stage delay of the slowest cell on the critical path    0.54 ns
  Critical Path, Cell by Cell    buf_8, and2_4, fa_1, inv_2, fa_1, inv_1, fa_1, inv_2, fa_1, inv_2, ha_4, o211ai_2, o211ai_2, a31oi_1, xnor2_1, mux2_4
  Crit-path leading delay family    adder cells

Clock tree
  CTS Hold Bufs    0
  CTS sink count    17
  Insertion delay to the later sink of the worst-skew pair    0.25 ns
  Total CTS buffers    3
  H-tree levels    1
  Clock tree from TritonCTS    yes
  Clock transition at the registers of the reported paths    0.07 ns
  Maximum clock insertion buffer count    2
  Master cell of the clock root buffer    sky130_fd_sc_hd__clkbuf_8

Synthesis
  Part of the Yosys area used for sequential elements    0.157
  Synth warnings    1
  Area figure in the yosys stat output    2720 um2
  Area share of the leading cell type in the synthesized netlist    0.265
  Number of standard cells reported by yosys    280
  Yosys top cell by area    sky130_fd_sc_hd__fa_1
  Biggest area cells    sky130_fd_sc_hd__fa_1 27%, sky130_fd_sc_hd__ha_1 17%, sky130_fd_sc_hd__dfrtp_1 16%
  Per-instance average area after synthesis    9.70 um2
  Mapped Cells    280
  Post-Synthesis Cell Area    2720 um2
  Distinct lib cells    36
  Number of flip-flops and latches in the synthesized netlist    17

Finish
  Synthesis-to-layout area growth    38.3%
  Share of cells above drive strength 1    0.332
  # fillers    585
  Final Util    0.582
  Number of standard cells in the final layout excluding fillers    438

Route
  N_diodes    0
  WL final    5400 um
  Number of routed nets with antenna violations    0
  Average via count per standard cell    4.87
  Number of search-and-repair iterations in the first detailed-routing pass    20
  DRC violation count after routing    0
  Vias    2132
  Detailed-route wire length per cell    12.3 um
  Violation count after the first detailed-routing iteration    43

Run
  Number of warnings in the stage logs    28
  Count of maximum capacitance violations    0

Global route
  Initial antenna violation count    0
  Via count of the first global-routing pass    2294
  GR Util All Layers    0.181
  GR Overflow Total    0
  Pin count of the biggest net entering global routing    19
  Global-route wire length before repair    10200 um

Power
  Peak VDD IR    0.000363 V
  Total Power Consumption    0.00273 W
  Leakage power figure    1.87 nW
  Total power divided by cell area    727 nW/um2

Placed design
  Placed insts    429
  Count of port buffers added during placement    35
  DPL Wire Length    4660 um
  Global placement routability congestion    0.813
  Placement Setup Slack    -1.94 ns

Min path
  Kind of path behind the tightest hold check    flip-flop to flip-flop
[metrics by stage]
step / area [um2] / hold WS, ns
floorplan: 2850 / 0.244
global placement: 3580 / 0.491
detailed placement: 3580 / 0.495
CTS: 3720 / 0.513
global route: 3760 / 0.534
finish: 3760 / 0.511
[cell usage in the layout, fill, tap and decap left out, types with 3 or more instances in the layout]
cell | Yosys | routed
sky130_fd_sc_hd__inv_1 | 51 | 44
sky130_fd_sc_hd__buf_4 | 0 | 38
sky130_fd_sc_hd__and2_1 | 45 | 33
sky130_fd_sc_hd__fa_1 | 36 | 33
sky130_fd_sc_hd__nand2_1 | 27 | 27
sky130_fd_sc_hd__ha_1 | 36 | 27
sky130_fd_sc_hd__clkdlybuf4s50_1 | 0 | 19
sky130_fd_sc_hd__dfrtp_1 | 17 | 17
sky130_fd_sc_hd__buf_6 | 0 | 13
sky130_fd_sc_hd__and2_4 | 0 | 12
sky130_fd_sc_hd__ha_4 | 0 | 8
sky130_fd_sc_hd__inv_2 | 0 | 7
sky130_fd_sc_hd__mux2_4 | 1 | 6
sky130_fd_sc_hd__xnor2_1 | 6 | 5
sky130_fd_sc_hd__mux2_2 | 10 | 5
sky130_fd_sc_hd__buf_2 | 1 | 5
sky130_fd_sc_hd__a21oi_2 | 2 | 4
sky130_fd_sc_hd__a21oi_1 | 8 | 4
sky130_fd_sc_hd__a21o_1 | 4 | 4
sky130_fd_sc_hd__o211ai_2 | 3 | 3
sky130_fd_sc_hd__o21ai_0 | 4 | 3
sky130_fd_sc_hd__o21ai_1 | 2 | 3
sky130_fd_sc_hd__mux2i_1 | 3 | 3
sky130_fd_sc_hd__fa_2 | 0 | 3
sky130_fd_sc_hd__clkbuf_8 | 0 | 3
[kinds of logic after synthesis]
logic type,count (synthesis),share of synthesized area
simple gates,84,0.167
fa+ha+maj,72,0.431
compound gates,31,0.0848
flops,17,0.157
buf+inv,53,0.0737
mux,14,0.0580
xor+xnor,9,0.0290
[power breakdown]
part / total (W) / switching, W / internal [W]
registers: 0.000416 / 0.0000574 / 0.000359
clock network: 0.000185 / 0.0000803 / 0.000104
logic: 0.00213 / 0.000916 / 0.00121
total: 0.00273 / 0.00105 / 0.00168
[final timing paths]
kind	cells past startpoint	to	start
max	16	o[14]$_DFFE_PN0P_	b[3]
min	1	o[8]$_DFFE_PN0P_	o[8]$_DFFE_PN0P_
max reg2reg	5	o[13]$_DFFE_PN0P_	busy$_DFF_PN0_
min reg2reg	1	o[8]$_DFFE_PN0P_	o[8]$_DFFE_PN0P_
max in group asynchronous	1	o[7]$_DFFE_PN0P_	rst_n
min in group asynchronous	1	o[8]$_DFFE_PN0P_	rst_n
[cells in the mapped netlist (all sizes together)]
cell     count
nor2         2
nand2b       2
nand2       27
o21ai        6
nor2b        1
nor4b        1
and2        45
nand3        2
a21boi       1
a21o         4
a31oi        1
xor2         3
o211ai       4
a211oi       2
mux2i        3
nor3         1
inv         51
a21oi       10
o311ai       1
ha          36
a311oi       1
mux2        11
nand4        1
fa          36
or2          1
o2bb2ai      1
buf          2
nand3b       1
dfrtp       17
xnor2        6
[routing by layer]
metal | routed length, um | up-vias | track usage
met5 | 0 | - | 0
met4 | 14 | 0 | 0.00308
met3 | 139 | 2 | 0.0199
met2 | 2600 | 23 | 0.305
met1 | 2640 | 1051 | 0.283
li1 | - | 1056 | -
[sequential cells by signal, summed over array words and instances, names as in the netlist]
name and cells:
busy 1, o 16
[timing repair]
item | in CTS | in global routing
hold endpoints to repair | 0 | 0
endpoints found under the setup margin | 13 | 12
buffers inserted | 4 | 2
gates resized | 88 | 20
gates cloned | 0 | 0
pin swaps | 30 | 28
[final cells by class]
cell class,count,area (um2),area share
repair buffers,79,681,0.181
flip-flops and latches,17,425,0.113
multi-input cells,210,2320,0.617
well taps,77,96.3,0.0256
inverters,51,191,0.0510
clock buffers,4,45.0,0.0120
Power is estimated from default activity; no workload was simulated.
